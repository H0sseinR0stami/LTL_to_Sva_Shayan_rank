## flow/design.v

```verilog
module Arbiter (clk, 
                rst, 
                Req_N, Req_E, Req_W, Req_S, Req_L,  
                DCTS,  
                Grant_N, Grant_E, Grant_W, Grant_S, Grant_L,  
                Xbar_sel,  
                RTS  
            );
    input   clk, rst;
    input   Req_N, Req_E, Req_W, Req_S, Req_L;
    input   DCTS;
    output  logic Grant_N, Grant_E, Grant_W, Grant_S, Grant_L;
    output  logic [4:0] Xbar_sel;
    output  logic RTS;
    typedef enum bit [5:0] {IDLE = 6'b000001, Local = 6'b000010, North = 6'b000100, East = 6'b001000, West = 6'b010000, South = 6'b100000} STATE_TYPE;
    STATE_TYPE state = IDLE;
    STATE_TYPE state_in = IDLE;
    STATE_TYPE next_state = IDLE;
    logic RTS_FF = 0;
    logic RTS_FF_in = 0;
    always @(posedge clk) begin
     if (rst) begin
        state  <= IDLE;
        RTS_FF <= 0;
     end
     else begin
        state <= state_in;
        RTS_FF <= RTS_FF_in;   
      end
    end 
    assign RTS = RTS_FF;
    always @(RTS_FF, DCTS, state, next_state) begin
        if (RTS_FF && !DCTS) 
            state_in <= state;
        else
            state_in <= next_state;
    end
    always @(state, RTS_FF, DCTS) begin
        if (state == IDLE) begin 
            RTS_FF_in <= 0;
        end
        else begin
            if (RTS_FF && DCTS)
                RTS_FF_in <= 0;
            else 
                RTS_FF_in <= 1;
        end
    end
    always @(state, Req_N, Req_E, Req_W, Req_S, Req_L, DCTS, RTS_FF) begin
        Grant_N  <= 0;
        Grant_E  <= 0;
        Grant_W  <= 0;
        Grant_S  <= 0;
        Grant_L  <= 0;
        Xbar_sel <= 5'b00000; 
        case(state)
            IDLE: begin
                Xbar_sel<= 5'b00000; 
                if (Req_L) 
                    next_state <= Local;
                else if (Req_N) 
                    next_state <= North;         
                else if (Req_E) 
                    next_state <= East;
                else if (Req_W) 
                    next_state <= West;
                else if (Req_S) 
                    next_state <= South;
                else
                    next_state <= IDLE;
            end
            North: begin
                Grant_N <= DCTS & RTS_FF ;
                Xbar_sel<= 5'b00001;
                if (Req_N)  
                    next_state <= North; 
                else if (Req_E) 
                    next_state <= East;
                else if (Req_W) 
                    next_state <= West;
                else if (Req_S) 
                    next_state <= South;
                else if (Req_L) 
                    next_state <= Local;
                else
                    next_state <= IDLE; 
            end 
            East: begin
                Grant_E <= DCTS & RTS_FF;
                Xbar_sel<= 5'b00010;
                if (Req_E)  
                    next_state <= East; 
                else if (Req_W) 
                    next_state <= West;
                else if (Req_S) 
                    next_state <= South;
                else if (Req_L) 
                    next_state <= Local;
                else if (Req_N) 
                    next_state <= North;
                else
                    next_state <= IDLE; 
            end 
            West: begin
                Grant_W <= DCTS & RTS_FF;
                Xbar_sel<= 5'b00100;
                if (Req_W ) 
                    next_state <= West; 
                else if (Req_S ) 
                    next_state <= South;
                else if (Req_L ) 
                    next_state <= Local;
                else if (Req_N ) 
                    next_state <= North;
                else if (Req_E ) 
                    next_state <= East;
                else
                    next_state <= IDLE; 
            end
            South: begin
                Grant_S <= DCTS & RTS_FF;
                Xbar_sel<= 5'b01000;
                if (Req_S )
                    next_state <= South; 
                else if (Req_L)
                    next_state <= Local;
                else if (Req_N)
                    next_state <= North;
                else if (Req_E)
                    next_state <= East;
                else if (Req_W)
                    next_state <= West;
                else
                    next_state <= IDLE; 
            end
            default: begin  
                Grant_L <= DCTS & RTS_FF;
                Xbar_sel<= 5'b10000;
                if (Req_L)
                    next_state <= Local; 
                else if (Req_N)
                    next_state <= North;         
                else if (Req_E )
                    next_state <= East;
                else if (Req_W )
                    next_state <= West;
                else if (Req_S )
                    next_state <= South;
                else
                    next_state <= IDLE; 
            end
        endcase
    end
endmodule
```

## flow/run.sh

```bash
#!/bin/bash
# OpenROAD 26Q1-2900-gdf79404cd8, Yosys 0.63+post, stock flow scripts
make -C /OpenROAD-flow-scripts/flow DESIGN_CONFIG=/design/flow/config.mk WORK_HOME=/design/flow/orfs finish
```

## flow/config.mk

```make
export PLATFORM = sky130hd
export DESIGN_NAME = Arbiter
export DESIGN_NICKNAME = Arbiter
export VERILOG_FILES = /design/flow/design.v
export SDC_FILE = /design/flow/constraint.sdc
export NUM_CORES = 4
export LEC_CHECK = 1
export CORE_AREA = 10 10 70 70
export DIE_AREA = 0 0 80 80
```

## flow/constraint.sdc

```tcl
current_design Arbiter

set clk_period 2.2
set clk_io_pct 0.2

create_clock -name clk0 -period $clk_period [get_ports {clk}]

set non_clock_inputs [all_inputs -no_clocks]
set_input_delay [expr $clk_period * $clk_io_pct] -clock clk0 $non_clock_inputs
set_output_delay [expr $clk_period * $clk_io_pct] -clock clk0 [all_outputs]
```

==> ci_impl_report.md <==
### Yosys + OpenROAD results

| Metric | Value |
|---|---|
| Core utilization of the finished layout | `29.52%` |
| Switching power as a share of total power | `30.69%` |
| Worst r2r path cells | `7` |
| Synth top cell by count | `sky130_fd_sc_hd__nor2_1` |
| Clock root buffer | `sky130_fd_sc_hd__clkbuf_4` |
| Measured slew at the worst slew-check pin | `~0.38 ns` |
| Share of flip-flops with an asynchronous set or reset | `0%` |
| Total of max-cap violations | `0` |
| Share of the cycle needed by the critical path after routing | `102.2%` |
| Failing checks | `setup timing` |
| Initial antenna violation count | `0` |
| Part of the power in combinational logic | `36.7%` |
| Peak VDD IR | `just over 0.09 mV` |
| Worst Hold Endpoint | `state[0]` |
| Largest cells by area after synthesis | `sky130_fd_sc_hd__dfxtp_1 (24%), sky130_fd_sc_hd__nor2_1 (9.7%), sky130_fd_sc_hd__nand2_1 (5.2%), sky130_fd_sc_hd__nor4b_1 (4.5%), sky130_fd_sc_hd__a21oi_1 (4.3%)` |
| Yosys cell count | `between 80 and 90` |
| Type of the most critical hold path | `reg2reg` |
| CTS clock-pin slew for the worst setup and hold paths | `~0.05 ns` |
| Share of cells above drive strength 1 | `between 30% and 40%` |
| Number of flip-flops and latches in the synthesized netlist | `7` |
| Clock tree sinks | `7` |
| Main synth FF type | `sky130_fd_sc_hd__dfxtp_1` |
| Area share of the leading cell type in the synthesized netlist | `around 24%` |
| Min-delay src | `state[0]` |
| Slowest cell on the critical path | `sky130_fd_sc_hd__or4_4` |
| Number of warning messages in the logs | `27` |
| Commonest cells post-synth | `sky130_fd_sc_hd__nor2_1 (15), sky130_fd_sc_hd__nand2_1 (8), sky130_fd_sc_hd__dfxtp_1 (7)` |
| Total overflow reported by the global router | `0` |
| Category of the critical setup timing path | `reg2out` |
| First-iteration detailed-routing DRC count | `57` |
| Crit path max fanout | `2` |
| Count of fill cells added during filler insertion | `roughly 370` |
| Detailed Routing Iterations Pass 1 | `4` |
| Time the final worst path needs with I/O delays and setup | `2.248 ns` |
| Leakage Power | `between 0.4 and 0.5 nW` |
| Max incr delay on CP | `between 0.5 and 0.6 ns` |
| Later-pin clock latency in the skew report | `0.25 ns` |
| Maximum clock rate | `~440 MHz` |
| Worst EP required | `between 1.5 and 2 ns` |
| IO Pins | `19` |
| Top cell type by total area after synthesis | `sky130_fd_sc_hd__dfxtp_1` |
| Pin count of the biggest net entering global routing | `10` |
| Source of the worst register-to-register timing path | `state[2]` |
| Vertical die dimension | `80 microns` |
| Post-synth EDFFs | `0` |
| Global router's overall resource usage | `6.349%` |
| Floorplan-stage core utilization | `between 10% and 20%` |
| Part of the total power dissipated in the clock network | `between 20% and 30%` |
| Netlist cell types | `32` |
| Power Density | `between 400 and 500 nW/um^2` |
| Number of non-filler instances in the completed layout | `about 170` |
| Number of rows in the core area | `21` |
| Relative slew margins | `74.71%` |
| Kind of end point of the critical path | `output port` |
| Internal power | `between 0.2 and 0.3 mW` |
| Number of cells in the design after placement | `157` |
| Count of endpoints failing setup in the final report | `1` |
| Total number of yosys warnings | `1` |
| Cell depth of the worst min-delay path | `2` |
| Number of antenna cells inserted | `0` |
| Critical R2R Capture | `state[3]` |
| Floorplan die area | `6400 sq um` |
| CTS H-tree lvls | `1` |
| Post-route DRC | `0` |
| Hpwl dp | `1602 microns` |
| Number of clock buffers inserted by TritonCTS | `3` |
| Result of the run | `finished with violations` |
| Final Max-Slew Violation Tally | `0` |
| Crit path max-delay family | `simple AND/OR/NAND/NOR gates` |
| Slack of the worst reg-to-reg path | `about 0.23 ns` |
| Remaining antenna violation count | `0` |
| Synth Seq Share | `24.03%` |
| Post-synth area from yosys stat | `583.1 sq um` |
| Horizontal die size | `around 80 microns` |
| Max clock buf depth | `2` |
| Routed length per instance | `about 12 microns` |
| Total wirelength of the detailed-routed design | `approximately 2000 microns` |
| Synth-to-Final Area Change | `72.96%` |
| Arrival time at the worst endpoint | `between 1.5 and 2 ns` |
| Type of element launching the critical path | `flop` |
| Global-route wire length before repair | `approximately 3400 microns` |
| CTS tree | `yes` |
| Core area | `3416 sq um` |
| Final setup skew | `between 0.001 and 0.0015 ns` |
| Mapped cell area | `approximately 580 sq um` |
| Net switching component of the power | `~0.13 mW` |
| Routability congestion estimate from global placement | `around 0.84` |
| Worst Slack Setup Final | `-0.04788 ns` |
| Vias per inst | `4.727` |
| Reg power frac | `between 30 and 40%` |
| Via count of the first global-routing pass | `~730` |
| Final Hold Viols | `0` |
| Fin Setup TNS | `-0.04788 ns` |
| Via count | `780` |
| Gate Count Post-Synth | `roughly 83` |
| Count of buffering cells on the critical path with inverters included | `2` |
| Mean post-synth cell area | `between 7 and 8 sq um` |
| Critical path, cell by cell | `or4_4 > or3b_4 > buf_6 > nor2_1 > buf_2` |
| Number of buffers inserted by port buffering | `18` |
| Setup repair after global routing missed its margin | `true` |
power groups by stage:
stage	clock (mW)	combinational [mW]	sequential (mW)
final	0.117	0.154	0.149
after global routing	0.129	0.169	0.150
after CTS	0.121	0.146	0.146
per-layer routing:
metal  track usage (%)  wire length, microns  vias to the layer above  part of all wire (%)
li1                  -                     -                      379                     -
met1             8.075                   872                      366                    43
met3             3.523                   271                        4                    13
met4             1.408                    25                        0                   1.2
met5                 0                     0                        -                     0
met2             9.149                   843                       31                    42
worst reg2reg max path: cells and delay by family (launching register included):
family          cells  cell delay [ns]
compound gates      3             0.36
flops               1             0.32
buf+inv             2             0.26
simple gates        2             0.93
per-stage QoR:
stage          power (mW)  area (sq um)  setup WS, ns  hold slack (ns)
6_report           0.4204          1008      -0.04788           0.5832
4_1_cts            0.4131         960.9       -0.1358           0.5952
3_5_place_dp       0.2904         907.1      -0.04376           0.5748
2_1_floorplan      0.2157         583.1        0.4162           0.4789
3_3_place_gp       0.2907         907.1      -0.03874           0.5692
5_1_grt            0.4483          1008      -0.09819           0.6155
layout by cell type (no fill, tap or decap), types with 2 or more instances in the layout:
master and instances:
sky130_fd_sc_hd__nand2_1 8, sky130_fd_sc_hd__a32oi_1 2, sky130_fd_sc_hd__clkbuf_2 2, sky130_fd_sc_hd__buf_4 14
sky130_fd_sc_hd__clkbuf_4 3, sky130_fd_sc_hd__inv_1 5, sky130_fd_sc_hd__o21ai_0 3, sky130_fd_sc_hd__nand3b_1 3
sky130_fd_sc_hd__clkdlybuf4s50_1 12, sky130_fd_sc_hd__dfxtp_1 3, sky130_fd_sc_hd__dfxtp_2 4, sky130_fd_sc_hd__nor4b_1 2
sky130_fd_sc_hd__dlymetal6s2s_1 3, sky130_fd_sc_hd__nor2_1 15, sky130_fd_sc_hd__a211oi_1 2, sky130_fd_sc_hd__buf_6 3
sky130_fd_sc_hd__nor3_1 3, sky130_fd_sc_hd__o22ai_1 2, sky130_fd_sc_hd__a21oi_1 5, sky130_fd_sc_hd__nand3_1 2
what timing repair did:
item,CTS,global route
hold buffers,0,0
setup endpoints to repair,9,10
buffers inserted,2,2
pin swaps,3,7
gates cloned,0,0
gates resized,10,16
flip-flops by register name (all words and copies together) (netlist names):
name,flops
state,6
RTS_FF,1
how the worst max path moves through the flow:
stage | from | end | slack, ns | depth (start not counted)
CTS | state[3] | Xbar_sel[4] | -0.14 | 4
global route | state[2] | Grant_W | -0.1 | 5
finish | state[2] | Grant_W | -0.05 | 5
layout make-up:
type	instances	area [sq um]	share of cell area, %
multi-input combinational	67	440.4	43.67
timing repair buffer	35	311.5	30.89
sequential	7	145.1	14.39
tap	46	57.56	5.707
inverter	6	27.53	2.730
clock buffer	4	26.28	2.605
cell families (layout without fill, tap and decap cells):
group,Yosys count,in the layout,share of synthesized area [%]
and+or+nand+nor,45,45,41.63
AOI/OAI and AO/OA,21,21,27.04
buffers and inverters,9,45,5.794
DFF,7,7,24.03
xor gates and xnor gates,1,1,1.502
No activity file was given, so power comes from the tool's default toggle rates.
